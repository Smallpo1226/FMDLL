<file path="flow/config.mk">
export PLATFORM = sky130hd
export DESIGN_NAME = FD_4
export DESIGN_NICKNAME = FD_4
export VERILOG_FILES = /design/flow/design.v
export SDC_FILE = /design/flow/constraint.sdc
export NUM_CORES = 4
export LEC_CHECK = 1
export CORE_AREA = 10 10 70 70
export DIE_AREA = 0 0 80 80
</file>
<file path="flow/constraint.sdc">
current_design FD_4

set clk_period 1.3
set clk_io_pct 0.2

create_clock -name clk0 -period $clk_period [get_ports {clk}]

set non_clock_inputs [all_inputs -no_clocks]
set_input_delay [expr $clk_period * $clk_io_pct] -clock clk0 $non_clock_inputs
set_output_delay [expr $clk_period * $clk_io_pct] -clock clk0 [all_outputs]
</file>
<file path="flow/design.v">
module FD_4 (
    input clk,
	input rst_n,
	output reg DIV_4
);
    reg [2:0] cnt_tmp;
    reg clk_tmp;
    reg [2:0] cnt;
    always @(*) begin
        if(cnt == (3'd4 >> 1)) begin
            cnt_tmp <= 3'b1;
            clk_tmp <= ~DIV_4;
        end else begin
            cnt_tmp <= cnt + 1;
            clk_tmp <= DIV_4;
        end
    end
    always @(posedge clk or negedge rst_n) begin
        if(~rst_n) begin
            cnt <= 3'b0;
            DIV_4 <= 1'b0;
        end else begin
            cnt <= cnt_tmp;
            DIV_4 <= clk_tmp;
        end
    end
endmodule
</file>
<file path="flow/run.sh">
#!/bin/bash
# OpenROAD 26Q1-2900-gdf79404cd8, Yosys 0.63+post, stock flow scripts
make -C /OpenROAD-flow-scripts/flow DESIGN_CONFIG=/design/flow/config.mk WORK_HOME=/design/flow/orfs finish
</file>
==> results.py <==
# Auto-generated metrics
metrics = {
    "synth": {
        "ys_cells": 11,
        "postSynth.asyncResetShare": 1.00,
        "synth-main-ff-cell": "sky130_fd_sc_hd__dfrtp_1",
        "yosys.stat.seqShare": 0.667,
        "netlist_area_um2": 150,
        "ys_ff": 4,
        "syn_avg_cell_area_um2": 13.6,
        "warning_count_from_the_yosys_run": 1,
        "synth.yosys.chip_area_um2": 150,
        "yosysMostFrequentCell": "sky130_fd_sc_hd__dfrtp_1",
        "syn_inst": 11,
        "netlist.area_leader.share": 0.667,
        "netlist.top_cell.by_area": "sky130_fd_sc_hd__dfrtp_1",
        "synth.lib_cells_used.distinct": 8,
        "yosys-top-cells-area": "sky130_fd_sc_hd__dfrtp_1, sky130_fd_sc_hd__nor3b_2, sky130_fd_sc_hd__xnor2_1",
        "synth-edff-count": 0,
    },
    "critical_path": {
        "worstPathMaxFanout": 2,
        "worst_ep_required_time_ns": 1.04,
        "crit_path_end_kind": "primary output",
        "top_cell_family_by_delay_on_the_critical_path": "flip-flops",
        "setup.worst_path.class": "reg -> out",
        "crit_arrival_ns": 0.85,
        "worstSetupEndpoint": "DIV_4",
        "timing.critical_path.slowest_stage_cell": "sky130_fd_sc_hd__dfrtp_1",
        "reg2reg_setup_slack_ns": 0.44,
        "ordered_cell_list_for_the_critical_path": "dlygate4sd2_1",
        "critical_path.reg2reg.endpoint": "DIV_4",
        "critical_path_depth": 1,
        "r2r_cells": 2,
        "setup.worst_path.start": "DIV_4",
        "cp_slowest_stage_delay_ns": 0.37,
        "r2r-start": "cnt[0]",
        "critical_path_buf_inv_count": 1,
        "setup.worst_path.start_class": "register",
    },
    "clock_tree": {
        "cts_made_buffers": 3,
        "cts_tree": "built",
        "tritoncts_num_sinks": 4,
        "cts-htree-levels": 1,
        "clk_pin_slew_worst_paths_ns": 0.04,
        "worstSkewPairLatency_ns": 0.24,
        "master_cell_of_the_clock_root_buffer": "sky130_fd_sc_hd__clkbuf_4",
        "cts_hold_buf": 0,
        "clk_path_buf_depth": 2,
    },
    "sta": {
        "worst_pin_slew_ns": 0.190,
        "post-route-min-period_ns": 1.11,
        "grt_setup_unrepaired": "false",
        "fin_worst_skew_ns": 0.00736,
        "fmax_mhz": 900,
        "final_max_slew_viol_count": 0,
        "hold_slack_ns": 0.220,
        "hold_violations": 0,
        "final_min_period_over_clock_period": 0.854,
        "setup-violations-final": 0,
        "final_setup_tns_ns": 0,
        "timing.max_slew.rel_slack": 0.873,
    },
    "layout": {
        "num-fill-cells": 403,
        "seq_area_um2": 100,
        "mi_logic_area_um2": 46.3,
        "syn2layout_area_growth_pct": 70.8,
        "drive_gt1_frac": 0.294,
    },
    "place": {
        "port_buffers": 2,
        "dp_hpwl_um": 217,
        "gpl.final_weighted_congestion": 0.668,
    },
    "outcome": {
        "outcome": "finished clean",
    },
    "floorplan": {
        "coreArea_mm2": 0.00342,
        "die-area_mm2": 0.00640,
        "site_row_count": 21,
        "fp.dieW_um": 80,
        "die_height_um": 80,
        "floorplan.core_util": 0.0440,
        "boundaryPins": 3,
    },
    "route": {
        "totalWireLength_um": 346,
        "antenna_left": 0,
        "drtIter0Drc": 4,
        "avgViaCountPerCell": 1.63,
        "num_vias": 103,
        "remaining_drc_errors": 0,
        "routedWlPerCell_um": 5.49,
        "antenna-diode-count": 0,
        "drt_pre_antenna_iters": 2,
    },
    "power_and_ir_drop": {
        "power.clock.fraction": 0.551,
        "power.density_cell_area_mw_per_mm2": 1130,
        "int_power_uw": 231,
        "swShare": 0.202,
        "p_switching_uw": 58.7,
        "p_leak_nw": 0.0836,
        "p_comb_frac": 0.017,
        "seq_power_share": 0.431,
        "finalPower_uw": 290,
        "worst_voltage_drop_across_the_vdd_grid_uv": 149,
    },
    "global_routing": {
        "grt_overflow_total": 0,
        "grt_use_total": 0.0141,
        "grt_pass1_vias": 131,
        "antenna_found_initial": 0,
        "grt_first_pass_wirelength_um": 621,
        "pin_count_of_the_biggest_net_entering_global_routing": 5,
    },
    "job": {
        "number_of_openroad_warnings": 25,
        "maxCapViolCount": 0,
    },
    "hold_path": {
        "worstHoldPathType": "in -> async",
    },
}
## worst min-delay path by stage
stage,startpoint,end,slack (ns),cells after the start
4_1_cts,rst_n,DIV_4,0.21,1
5_1_grt,rst_n,DIV_4,0.23,1
6_report,rst_n,DIV_4,0.22,1
## flip-flops by register name, summed over array words and instances, names as in the netlist
signal	count
cnt	3
DIV_4	1
## worst reg2reg max path: stages, from the launching register on
cell and delay, ns:
sky130_fd_sc_hd__dfrtp_1 0.40, sky130_fd_sc_hd__nor3b_2 0.21, sky130_fd_sc_hd__xor2_1 0.17
## repair_timing
action	CTS	global route
resized	1	0
hold endpoints to repair	0	0
endpoints found under the setup margin	1	0
buffers inserted	1	0
## cells in the final DEF (no fill, tap or decap)
cell type                         synthesis  layout
sky130_fd_sc_hd__xnor2_1                  1       1
sky130_fd_sc_hd__nand2_1                  1       1
sky130_fd_sc_hd__nand3b_1                 1       1
sky130_fd_sc_hd__clkbuf_4                 0       3
sky130_fd_sc_hd__o21ai_0                  1       1
sky130_fd_sc_hd__buf_4                    0       1
sky130_fd_sc_hd__xor2_1                   1       1
sky130_fd_sc_hd__inv_1                    1       1
sky130_fd_sc_hd__nor3b_2                  1       1
sky130_fd_sc_hd__dlygate4sd2_1            0       1
sky130_fd_sc_hd__clkdlybuf4s50_1          0       1
sky130_fd_sc_hd__dfrtp_1                  4       4
## power by group through the flow
stage	Combinational (mW)	Clock [mW]	Sequential (mW)
CTS	0.00502	0.168	0.125
global route	0.00565	0.175	0.125
finish	0.00499	0.160	0.125
## cell families (layout without fill, tap and decap cells)
family                    after synthesis  after routing  synth area share
AOI/OAI and AO/OA                       1              1            0.0333
xor gates and xnor gates                2              2             0.117
DFF                                     4              4             0.667
and+or+nand+nor                         3              3             0.158
buffers and inverters                   1              7            0.0250
## per-layer routing
layer  global-route usage  vias up  share of wire
met2               0.0136        5           0.31
met5                    0        -              0
met4              0.00528        0          0.014
met1               0.0120       48           0.45
met3               0.0261        2           0.22
li1                     -       48              -
## metrics by stage
| stage | worst slack, ns | cell area [um2] | std cells | util |
|---|---|---|---|---|
| 6_report | 0.189 | 256 | 63 | 0.0751 |
| 4_1_cts | 0.180 | 256 | 63 | 0.0751 |
| 2_1_floorplan | 0.511 | 150 | 11 | - |
| 3_3_place_gp | 0.230 | 228 | 59 | 0.0667 |
| 3_5_place_dp | 0.226 | 228 | 59 | 0.0667 |
| 5_1_grt | 0.146 | 256 | 63 | 0.0751 |
## layout make-up
cell class                 instances  area share
clock buffer                       3      0.0878
timing repair buffer               3       0.102
inverter                           1      0.0146
multi-input combinational          6       0.180
tap                               46       0.224
sequential                         4       0.390
No activity file was given, so power comes from the tool's default toggle rates.
