<file path="./run.sh">
#!/bin/bash
# OpenROAD 26Q1-2900-gdf79404cd8, Yosys 0.63+post, stock flow scripts
make -C /OpenROAD-flow-scripts/flow DESIGN_CONFIG=/design/flow/config.mk WORK_HOME=/design/flow/orfs finish
</file>
<file path="./config.mk">
export PLATFORM = sky130hd
export DESIGN_NAME = ClK_COUNT
export DESIGN_NICKNAME = ClK_COUNT
export VERILOG_FILES = /design/flow/design.v
export SDC_FILE = /design/flow/constraint.sdc
export NUM_CORES = 4
export LEC_CHECK = 1
export CORE_AREA = 10 10 70 70
export DIE_AREA = 0 0 80 80
</file>
<file path="./constraint.sdc">
current_design ClK_COUNT

set clk_period 1.0
set clk_io_pct 0.2

create_clock -name clk0 -period $clk_period [get_ports {clk_ext}]
create_clock -name clk1 -period $clk_period [get_ports {clk_out}]

set non_clock_inputs [all_inputs -no_clocks]
set_input_delay [expr $clk_period * $clk_io_pct] -clock clk0 $non_clock_inputs
set_output_delay [expr $clk_period * $clk_io_pct] -clock clk0 [all_outputs]
</file>
<file path="./design.v">
module ClK_COUNT (clk_ext,clk_out,N_counter,M_counter,M,N,rst_n,Sel);
input clk_ext,clk_out;
input [3:0] N;
input [1:0] M;
input Sel;
input rst_n;
output reg [3:0] N_counter;
output reg [1:0] M_counter;
reg [3:0] cnt_tmp_N;
reg [1:0] cnt_tmp_M;
always@*
    if( M_counter == M)
        begin
            cnt_tmp_M = 2'd1;
        end
    else
        begin
            cnt_tmp_M = M_counter + 2'd1;
        end
always@(posedge clk_ext or negedge rst_n) begin
    if(~rst_n)
        begin
            M_counter <= 2'd0;
        end
    else
        begin
            M_counter <= cnt_tmp_M;
        end
end
always@*
    if( N_counter == N )
        begin
            cnt_tmp_N = 4'd1;
        end
    else
        begin
            cnt_tmp_N = N_counter + 4'd1;
        end
always@(posedge clk_out or negedge rst_n) begin
    if(~rst_n)
        begin
            N_counter <= 4'd0;
    end
    else 
    begin
            N_counter <= cnt_tmp_N;
    end
end
endmodule
</file>
==> flow_summary.json <==
{
  "gr-total-overflow": 0,
  "async_flop_share_pct": 100,
  "top_area_cell": "dfrtp_1",
  "violations": "negative setup slack",
  "antenna_found_initial": 0,
  "setup_violations": 7,
  "viasPerCell": 3.35,
  "hold_class": "in -> async",
  "fp-row-count": 21,
  "cts_tree": "built",
  "io-pin-count": 16,
  "area_delta_synth_final_pct": 122,
  "antenna_left": 0,
  "fin_area_um2": 729,
  "critPathCapture": "N_counter[1]",
  "ys_seq_elements": 6,
  "critPathLaunchType": "flip-flop",
  "antenna_cells_inserted": 0,
  "die_y_um": 80,
  "routed_wl_mm": 1.09,
  "finalHoldWorstSlack_ns": 0.213,
  "grt_start_max_net_pins": 7,
  "synth_seq_share_pct": 45.6,
  "cp-startpoint": "N_counter[0]",
  "globalplace.congestion": 0.741,
  "layout_top_cell": "buf_4",
  "placeableCoreArea_um2": 3420,
  "r2r-start": "N_counter[0]",
  "criticalPathCategory": "reg -> reg",
  "synth_area_um2": 329,
  "mostFrequentLayoutCells": "11 x buf_4, 6 x dfrtp_1, 6 x clkbuf_4, 6 x clkdlybuf4s50_1, 6 x buf_6",
  "path_clk_slew_ns": 0.04,
  "final_cells": 111,
  "grt_pass1_vias": 414,
  "die.size.x_um": 80,
  "drc_errors": 0,
  "setup_slack_ns": -0.303,
  "synth-edff-count": 0,
  "hold_violations": 0,
  "powerDensity_nw_per_um2": 2960,
  "required_ns": 1.12,
  "tightest_slew_ns": 0.375,
  "wl_per_cell_um": 9.83,
  "first_pass_iters": 2,
  "critical_path.max_stage_delay_ns": 0.38,
  "path_cells": "buf_6, xor2_4, or2_1, o31a_1",
  "port_buffers": 13,
  "openroad.warnings": 30,
  "vias": 372,
  "ys_area_um2": 329,
  "synth.distinct_cells": 17,
  "critPathCaptureType": "flip-flop",
  "ir_drop_mv": 0.742,
  "r2r_slack_ns": -0.30,
  "syn_area_per_cell_um2": 10.6,
  "synthCells": 31,
  "critPathMaxFanout": 5,
  "ys.flop_type": "dfrtp_1",
  "top_cell_area_share_pct": 45.6,
  "fp_util_pct": 9.63,
  "yosys_cells": 31,
  "yosysWarningCount": 1,
  "final-comb-area_um2": 226,
  "cts.sinks": 6,
  "report.power.total_mw": 2.16,
  "regArea_um2": 150,
  "fillers": 372,
  "drive_above_1_share_pct": 47.7,
  "reg2reg_depth": 4,
  "grt_first_pass_wirelength_mm": 1.84,
  "tns_ns": -1.51,
  "skew_ns": 0.00478,
  "max_slew_margin_pct": 74.9,
  "place_area_um2": 584,
  "chipArea_um2": 6400,
  "cap_violations": 0,
  "arrival_ns": 1.42,
  "outcome": "finished with violations",
  "dp.cells": 97,
  "finalMaxSlewViolations": 0,
  "final_util_pct": 21.4,
  "grt_usage_pct": 3.73,
  "ys_top_cells_by_area": "dfrtp_1 46%, xor2_1 11%, nor4b_1 5.3%",
  "critPathSlowestCell": "dfrtp_1",
  "rsz0062_at_grt": "yes",
  "leakagePower_nw": 0.321,
  "r2r-end": "N_counter[1]",
  "pre_cts_ws_ns": -0.482,
  "drt_iter0_drc": 14,
  "hpwl_um": 804
}
==> metal layers <==
| metal | part of all wire (%) | track usage [%] | vias up |
|---|---|---|---|
| met5 | 0 | 0 | - |
| met4 | 0.82 | 1.06 | 0 |
| met3 | 16 | 3.86 | 2 |
| met2 | 41 | 4.90 | 19 |
| met1 | 42 | 3.98 | 169 |
| li1 | - | - | 182 |
==> power by group <==
group / internal, mW / total [mW] / leakage [nW] / switching (mW)
Clock: 0.267 / 0.386 / 0.0276 / 0.119
Sequential: 0.369 / 0.435 / 0.0718 / 0.0660
Combinational: 0.812 / 1.33 / 0.222 / 0.522
Total: 1.45 / 2.16 / 0.321 / 0.707
==> kinds of logic (layout without fill, tap and decap cells) <==
family	Yosys count	count (layout)	share of synthesized area [%]
AOI/OAI and AO/OA	8	8	17.9
and+or+nand+nor	8	8	14.1
DFF	6	6	45.6
xor gates and xnor gates	5	5	13.3
buffers and inverters	2	36	2.28
adders and majority gates	1	1	3.80
muxes	1	1	3.04
==> worst max-delay path, delay by kind of cell (launching register included) <==
| family | cells | cell delay [ns] |
|---|---|---|
| flops | 1 | 0.38 |
| compound gates | 1 | 0.25 |
| buf+inv | 1 | 0.13 |
| simple gates | 1 | 0.24 |
| xor+xnor | 1 | 0.19 |
==> Yosys cell counts, types with 2 or more instances <==
cell type	count
dfrtp_1	6
xor2_1	4
nand2_1	3
inv_1	2
nor4b_1	2
o22ai_1	2
o41ai_1	2
==> registers in the layout, summed over array words and instances (netlist names) <==
signal	cells
N_counter	4
M_counter	2
==> timing repair <==
action | in CTS | in global routing
cloned | 0 | 0
hold buffers | 0 | 0
pin swaps | 2 | 0
resized | 26 | 4
setup endpoints to repair | 10 | 10
buffers inserted | 8 | 2
==> cell type report <==
cell class / instances / share of cell area [%]
Timing Repair Buffer: 28 / 33.3
Multi-Input combinational cell: 23 / 31.0
Sequential cell: 6 / 20.6
Tap cell: 46 / 7.89
Clock buffer: 6 / 6.17
Inverter: 2 / 1.03
==> worst min-delay path by stage <==
stage         start           end  slack [ns]  cells after the start
CTS           rst_n  N_counter[1]        0.22                      1
global route  rst_n  N_counter[3]        0.22                      1
finish        rst_n  N_counter[1]        0.21                      1
Power figures rest on the tool's default switching activity, not on a simulated workload.
