[config.mk]
export PLATFORM = sky130hd
export DESIGN_NAME = Decoder3to8
export DESIGN_NICKNAME = Decoder3to8
export VERILOG_FILES = /design/flow/design.v
export SDC_FILE = /design/flow/constraint.sdc
export NUM_CORES = 4
export LEC_CHECK = 1
export CORE_AREA = 10 10 70 70
export DIE_AREA = 0 0 80 80
[constraint.sdc]
current_design Decoder3to8

set clk_period 1.0
set clk_io_pct 0.2

create_clock -name clk0 -period $clk_period

set non_clock_inputs [all_inputs -no_clocks]
set_input_delay [expr $clk_period * $clk_io_pct] -clock clk0 $non_clock_inputs
set_output_delay [expr $clk_period * $clk_io_pct] -clock clk0 [all_outputs]
[design.v]
module Decoder3to8 (
    input rst_n,
    input [2:0] Q,
    output reg [7:0] T,
    output [7:0] Tb
);
    always @(*) begin
        if (!rst_n) begin
            T = 8'b00000001;
        end
        else begin
            case (Q[2:0])
                3'd0: T = 8'b00000001;
                3'd1: T = 8'b00000010;
                3'd2: T = 8'b00000100;
                3'd3: T = 8'b00001000;
                3'd4: T = 8'b00010000;
                3'd5: T = 8'b00100000;
                3'd6: T = 8'b01000000;
                3'd7: T = 8'b10000000;
                default : T = 8'b00000001;
            endcase
        end 
    end
    assign Tb = ~T;
endmodule
[run.sh]
#!/bin/bash
# OpenROAD 26Q1-2900-gdf79404cd8, Yosys 0.63+post, stock flow scripts
make -C /OpenROAD-flow-scripts/flow DESIGN_CONFIG=/design/flow/config.mk WORK_HOME=/design/flow/orfs finish
==> CHANGELOG.md <==
## Implementation

* Detailed placer's ending HPWL at 686 um
* Number of maximum-capacitance violations at 0
* Overall via count from detail_route at 359
* Critical Setup Path Class: input pin to output port
* Mapped Avg Cell Area at 9.82 um^2
* Chip area at 6400 um^2
* Crit path DAT at 0.87 ns
* Clock network fraction of design power at 0
* Worst Hold Class: input pin to output port
* Drt total wl at 1420 um
* Filler cell count in the final layout at 379
* Area Overhead vs Synth at 213%
* Slowest stage cell on the critical path: sky130_fd_sc_hd__o31ai_4
* Drt first-iter violations at 15
* Capturing element type of the critical path: output port
* Drt first pass iters at 4
* Final Cell Area at 616 um^2
* Post-route setup slack at -0.0729 ns
* Die outline width at 80 um
* Combined flip-flop and latch cell area at 0 um^2
* Initial antenna violation count at 0
* Final Cycle Share at 1.07
* Antenna diode count at 0
* Required time of the critical path at 0.80 ns
* Via count of the first global-routing pass at 340
* Worst slack at placement at -0.742 ns
* Die Y-Extent at 80 um
* Core Region at 3420 um^2
* Gp weighted congestion at 0.704
* Net switching component of the power at 75.6 uW
* Detailed-route DRC error count at 0
* Synthesized netlist cell count at 20
* Worst slew slack as a fraction of its limit at 0.900
* Worst-Margin Slew at 0.150 ns
* Remaining antenna violation count at 0
* Fraction of power spent switching nets at 0.358
* Unrepaired setup endpoints after global routing: yes
* Count of instantiated cells in the yosys netlist at 20
* Flop count at 0
* Critical-path cell list: buf_8 > buf_6 > buf_6 > o31ai_4 > buf_2
* Leak Pwr at 0.283 nW
* Part of the total power dissipated in combinational logic at 1.000
* Number of core rows at 21
* Status: finished with violations
* Post-synthesis chip area from yosys at 196 um^2
* Category of the worst setup path launch point: input pin
* Biggest cell delay along the critical path at 0.21 ns
* Worst Min Path Start: Q[2]
* Final slew viol count at 0
* Failing checks: negative setup slack
* Total grt overflow at 0
* Min Clock Period, post-route at 1.07 ns
* Final count of negative-setup-slack endpoints at 12
* Syn Std Cell Area at 196 um^2
* Share of post-route cells with drive strength above 1 at 0.733
* Multi-input gate area in the final layout at 173 um^2
* Maximum VDD drop at 0.120 mV
* Via-per-instance ratio at 3.39
* Start point of the critical path: Q[2]
* Global-route wire length before repair at 2120 um
* Number of non-filler instances in the completed layout at 106
* Share of the yosys chip area belonging to registers at 0
* Max Clk Rate at 932 MHz
* Clock buffer count in the final layout at 0
* # placed instances at 86
* Total number of warnings across the stage logs at 34
* Fraction of the core area occupied by cells at floorplan at 0.0575
* Total track usage at 0.0409
* Final-report hold violation count at 0
* Number of I/O pins at 20
* Dpl cell area at 447 um^2
* Pin count of the biggest net entering global routing at 8
* Detailed-route wire length per cell at 13.4 um
* Cell type with the highest occurrence count on the critical path: sky130_fd_sc_hd__buf_6
* Register share of total power at 0
* Count of warnings emitted by yosys at 1
* Port Buf Inserts at 20
* Overall power after layout at 211 uW
* Post-cts hold-fix buffer tally at 0
* Pwr Density at 343 nW/um^2
* Peak fanout along the critical path at 6
* Number of different library cells in the post-synthesis netlist at 10
* Int Power at 136 uW
## layout make-up
class,instances,area share
timing repair buffer,44,0.626
tap,46,0.0935
multi-input combinational,16,0.280
## Yosys cell counts, drive strengths merged
cell	count	area (um^2)
and4	1	8.76
and4b	3	30.0
and4bb	3	37.5
buf	4	37.5
nand4	1	6.26
nand4b	3	26.3
nand4bb	3	33.8
o31a	1	8.76
o31ai	1	7.51
## kinds of logic after synthesis
family	synth area share
buffers and inverters	0.191
and+or+nand+nor	0.726
AOI/OAI and AO/OA	0.0828
## per-stage QoR
step | utilization | TNS, ns | hold WS, ns
3_5_place_dp | 0.131 | -10.97 | 1.50
4_1_cts | 0.177 | -0.434 | 0.791
3_3_place_gp | 0.131 | -10.89 | 1.50
2_1_floorplan | - | 0 | 0.445
6_report | 0.180 | -0.493 | 0.791
5_1_grt | 0.180 | -0.884 | 0.825
## power by group through the flow
| stage | clock (mW) | combinational, mW | sequential [mW] |
|---|---|---|---|
| 6_report | 0 | 0.211 | 0 |
| 5_1_grt | 0 | 0.225 | 0 |
| 4_1_cts | 0 | 0.198 | 0 |
## worst max-delay path, delay by kind of cell
kind | cells | cell delay, ns
buffers and inverters | 4 | 0.45
AND-OR/OR-AND | 1 | 0.21
## cells in the final DEF, fill, tap and decap left out, drive strengths merged
cell / count
and4: 1
nand4: 1
and4bb: 3
o31ai: 1
clkdlybuf4s15: 1
buf: 43
o31a: 1
nand4b: 3
nand4bb: 3
and4b: 3
## final timing paths
path              endpoint  cells after the start  slack [ns]
hold / removal       Tb[5]                      4        0.79
setup / recovery      T[0]                      5       -0.07
## repair_timing
action | in CTS | in global routing
pin swaps | 11 | 4
setup endpoints to repair | 16 | 15
resized | 94 | 3
buffers inserted | 16 | 1
cloned | 4 | 0
## per-layer routing
layer | share of wire | routed length [um] | up-vias | track usage
met3 | 0.16 | 227 | 0 | 0.0182
met2 | 0.28 | 400 | 20 | 0.0425
met1 | 0.56 | 789 | 169 | 0.0712
met5 | 0 | 0 | - | 0
met4 | 0 | 0 | 0 | 0
li1 | - | - | 170 | -
Power and IR drop assume default switching activity.
